==> design.v <==
module RegFile(
    input clk,
    input rst_n,
    input [4:0] rs1,
    input [4:0] rs2,
    input [4:0] rd,
    output reg [31:0] R1=0,
    output reg [31:0] R2=0,
    input wen,
    input [31:0] Rd_dat
);
reg [31:0] regs [0:31];
always@(*)begin
    if(rs1==0)
    begin
        R1<=0;
    end
    else
        R1<=regs[rs1];
end
always@(*)begin
    if(rs2==0)
    begin
        R2<=0;
    end
    else
        R2<=regs[rs2];
end
integer i;
always @(posedge clk or negedge rst_n) begin
    if(!rst_n)
    begin
        for(i=0;i<32;i++)
            regs[i]<=0;
    end
    else if(wen&&rd!=0)
    begin
        regs[rd] <= Rd_dat;
    end
end
endmodule
==> run.sh <==
#!/bin/bash
# OpenROAD 26Q1-2900-gdf79404cd8, Yosys 0.63+post, stock flow scripts
make -C /OpenROAD-flow-scripts/flow DESIGN_CONFIG=/design/flow/config.mk WORK_HOME=/design/flow/orfs finish
==> config.mk <==
export PLATFORM = sky130hd
export DESIGN_NAME = RegFile
export DESIGN_NICKNAME = RegFile
export VERILOG_FILES = /design/flow/design.v
export SDC_FILE = /design/flow/constraint.sdc
export NUM_CORES = 4
export LEC_CHECK = 1
export CORE_UTILIZATION = 40
==> constraint.sdc <==
current_design RegFile

set clk_period 10.8
set clk_io_pct 0.2

create_clock -name clk0 -period $clk_period [get_ports {clk}]

set non_clock_inputs [all_inputs -no_clocks]
set_input_delay [expr $clk_period * $clk_io_pct] -clock clk0 $non_clock_inputs
set_output_delay [expr $clk_period * $clk_io_pct] -clock clk0 [all_outputs]
==> changes_impl.md <==
### Metrics

* Outcome: finished clean
* Buffer levels on the longest clock path at 3
* Kind of end point of the critical path: output pin
* Final sum of negative setup slack at 0 ns
* Hold crit path type: flop to flop
* Post-route clock period utilization at 0.8157
* Synth area leader: dfrtp_1
* Largest Register: regs
* Total wire length at 285600 µm
* Count of unresolved DRC violations after routing at 0
* Clock slew seen by the registers of the worst setup and hold paths at 0.06 ns
* Count of input and output buffers at 113
* Core footprint at 129500 µm²
* Sequential fraction of the synthesis area at 0.4759
* Global Route met3 Usage at 0.2952
* Endpoint required time on the critical path at 8.64 ns
* Average wire length per cell after detail routing at 44.18 µm
* Worst Tran Pin Value at 1.244 ns
* Flip-flop count of the largest register, all copies and words added at 992
* Met1 Track Usage GR at 0.5471
* Max-Cap Viols at 0
* Worst IR Drop VDD at 0.1386 mV
* Pwr/cell area at 185.8 nW/µm²
* Type of the worst setup path: primary input to output pin
* Number of endpoints failing setup at the final stage at 0
* Via count of the first global-routing pass at 46552
* Launching element type of the critical path: primary input
* Clock latency of the later-clocked register in the worst-skew pair at 0.79 ns
* Core utilization of the finished layout at 0.4585
* Final count of pins violating max slew at 0
* Die area at 131900 µm²
* Static Leak at 0.02522 µW
* Worst clock skew at 0 ns
* Resized Gates After CTS at 0
* Distinct cell type count of the synthesized netlist at 80
* Number of cells produced by synthesis at 4655
* Yosys cell count at 4655
* Residual antenna-violating net count after detailed routing at 0
* Fin worst setup slack at 1.990 ns
* Placement Setup Slack at 2.343 ns
* Total number of warnings across the stage logs at 37
* Synth top area share at 0.4759
* Max-slew headroom at 0.1709
* Most frequent logic cell in the layout: mux2_2
* Global-route total usage across every layer at 0.4470
* Post-CTS setup buffer count at 0
* Final hold violation count at 0
* Count of hold buffers inserted by post-cts repair at 0
* Routability-driven placement congestion ratio at 1.067
* Die width at 363.1 µm
* Number of buffers created by CTS at 112
* Post-layout minimum cycle time at 8.810 ns
* Root Driver: clkbuf_16
* Effective utilization at floorplan at 0.4028
* FMAX at 113.5 MHz
* Ys flops at 992
* # rows at 132
* Post-synth EDFFs at 0
* Top Layout Cells: mux2_2 (999), dfrtp_1 (992), nand3_1 (660)
* CTS tree: yes
* Half-perimeter wire length after detailed placement at 172400 µm
* Largest registers: regs (992)
* Final global-route overflow total at 0
* Crit-path max FO at 41
* Top Ports at 114
* Synthesized cell area at 52160 µm²
* Met2 capacity usage during global routing at 0.5748
* TritonCTS Sinks at 992
* Vias at 48050
* Maximum number of pins on one net before global-route repair at 115
* Dominant flop cell: dfrtp_1
* Share of final-layout standard cells stronger than drive strength 1 at 0.3333
* Endpoint arrival time on the critical path at 6.65 ns
* Fraction of registers with async set/reset at 1.000
* DRC violation total after the first TritonRoute iteration at 6727
* Number of iterations in the first detailed-routing pass at 13
* Total design power at 11030 µW
* Syn_area_per_cell at 11.21 µm²
* Post-synth area hogs: dfrtp_1 (48%), mux2_2 (22%), nand3_1 (6.4%)
* Synthesized chip area reported by yosys at 52160 µm²
* Most crowded layer after global routing: met2
* Die height at 363.1 µm
* First-pass GRT wire length at 388000 µm
* Drt via density at 7.433
* Growth of design area from synthesis to finish at 13.82%
* H-Tree Level Count at 3
* Unrepaired setup endpoints after global routing: false
* Total number of yosys warnings at 2
* Number of antenna violations at the first check in global routing at 24
==> per-stage QoR <==
step | cells | area (µm²) | hold WS [ns]
6_report | 6464 | 59370 | 0.5270
5_1_grt | 6448 | 59330 | 0.5399
4_1_cts | 6446 | 59330 | 0.5266
3_5_place_dp | 6238 | 55370 | 0.5108
3_3_place_gp | 6238 | 55370 | 0.5051
2_1_floorplan | 4655 | 52160 | 0.4808
==> routing by layer <==
metal,part of all wire,vias up
met5,0.0029,-
met4,0.088,46
met3,0.18,1536
met2,0.39,4676
met1,0.34,23998
li1,-,17794
==> path summary, 6_finish.rpt <==
| path | from | endpoint | slack [ns] | cells after the start |
|---|---|---|---|---|
| max | rs1[4] | R1[16] | 1.99 | 10 |
| min | regs[6][9] | regs[6][9] | 0.53 | 1 |
| max reg2reg | regs[9][31] | regs[9][31] | 9.84 | 1 |
| min reg2reg | regs[6][9] | regs[6][9] | 0.53 | 1 |
| max in group asynchronous | rst_n | regs[27][27] | 6.88 | 4 |
| min in group asynchronous | rst_n | regs[18][19] | 1.36 | 1 |
==> critical path, stage by stage <==
cell             delay, ns
clkdlybuf4s50_1       0.45
buf_4                 0.35
nor2b_4               0.89
buf_4                 0.72
and2_1                0.25
buf_4                 0.35
a222oi_1              0.13
nor4bb_1              0.19
a31oi_1               0.49
clkdlybuf4s50_1       0.58
==> logic make-up (layout without fill, tap and decap cells) <==
family / Yosys count / count (layout) / synth area share
DFF: 992 / 992 / 0.4759
other: 0 / 18 / 0
AOI/OAI and AO/OA: 724 / 724 / 0.1058
buffers and inverters: 518 / 567 / 0.04519
and+or+nand+nor: 1409 / 1409 / 0.1549
muxes: 1012 / 1012 / 0.2182
==> layout make-up <==
class / count / area [µm²]
fill: 11800 / 70110
multi-input combinational: 3145 / 25380
sequential: 992 / 24820
clock buffer: 155 / 3226
timing repair buffer: 353 / 2958
tap: 1742 / 2180
clock inverter: 53 / 734.5
antenna: 18 / 45.04
inverter: 6 / 22.52
==> power breakdown <==
group / leakage [µW] / switching [µW] / total, µW / internal, µW
Combinational: 0.0106 / 828 / 1630 / 801
Clock: 0.00193 / 1730 / 4170 / 2450
Sequential: 0.0127 / 791 / 5230 / 4440
Total: 0.0252 / 3350 / 11000 / 7680
==> cell usage after synthesis (12+ instances only) <==
library cell    n
buf_4          23
a221o_1        20
nand2_1        67
and4_1         56
nor2_1         43
and2_1         22
a31oi_1        61
a22oi_1       351
clkbuf_1      211
a2111oi_0      44
nand4_1       201
nor3_1         17
nor4_1         45
o31a_1         12
a222oi_1       30
mux2_2        999
nor2_2         17
nand3_1       662
and3_1        182
dfrtp_1       992
a22o_1         52
buf_1          62
buf_2         207
a21oi_1        74
o21ai_0        17
No activity file was given, so power comes from the tool's default toggle rates.
