`./config.mk`:
```
export PLATFORM = sky130hd
export DESIGN_NAME = DMem_Interface
export DESIGN_NICKNAME = DMem_Interface
export VERILOG_FILES = /design/flow/design.v
export SDC_FILE = /design/flow/constraint.sdc
export NUM_CORES = 4
export LEC_CHECK = 1
export CORE_UTILIZATION = 40
```
`./constraint.sdc`:
```
current_design DMem_Interface

set clk_period 1.6
set clk_io_pct 0.2

create_clock -name clk0 -period $clk_period [get_ports {clk}]

set non_clock_inputs [all_inputs -no_clocks]
set_input_delay [expr $clk_period * $clk_io_pct] -clock clk0 $non_clock_inputs
set_output_delay [expr $clk_period * $clk_io_pct] -clock clk0 [all_outputs]
```
`./design.v`:
```
module DMem_Interface(
    input clk,
    input rst_n,
    input  wen,
    input  ren,
    input [31:0] wd,
    input [31:0] addr,
    output reg [31:0] rd_out=0,
    output reg dmem_rdy=0
);
reg [7:0] D_Cache [0:255];
always@(*)begin
    if(ren)begin
        rd_out<={D_Cache[addr],D_Cache[addr+1],D_Cache[addr+2],D_Cache[addr+3]};
        dmem_rdy<=1;
    end
    else begin
        rd_out<=rd_out;
        dmem_rdy<=0;
    end
end
integer i;
always@(posedge clk or negedge rst_n) begin
    if(!rst_n) begin
        for(i=0;i<256;i++) D_Cache[i]<=0;
    end
    else if(wen)begin
        D_Cache[addr]  <=wd[24+:8];
        D_Cache[addr+1]<=wd[16+:8];
        D_Cache[addr+2]<=wd[8+:8];
        D_Cache[addr+3]<=wd[0+:8];
    end
end
endmodule
```
`./run.sh`:
```
#!/bin/bash
# OpenROAD 26Q1-2900-gdf79404cd8, Yosys 0.63+post, stock flow scripts
make -C /OpenROAD-flow-scripts/flow DESIGN_CONFIG=/design/flow/config.mk WORK_HOME=/design/flow/orfs finish
```
==> impl_metrics.py <==
# Metrics from the implementation run
metrics = {
    "logic_synthesis": {
        "ys_sh_mux_pct": 10.8,
        "syn_area_um2": 188000,
        "ys_chip_area_um2": 188000,
        "topCellsByArea": "dfrtp_1 (27%), mux2i_1 (11%), a22oi_1 (10%)",
        "synth-edff-count": 0,
        "ys_sh_aoi_pct": 38.5,
        "logic_family": "AND-OR/OR-AND gates",
        "yosysWarnings": 2,
        "ys_sh_adder_pct": 0.0200,
        "largest_area_cell": "dfrtp_1",
        "ys_types": 91,
        "synth.avg_cell_area_um2": 7.40,
        "async_reset_ff_share_pct": 98.5,
        "top_area_share_pct": 27.3,
        "flop_cell": "dfrtp_1",
        "synth-seq-cells": 2080,
        "ys_cells": 25400,
        "synth-xor-area-share_pct": 0.128,
        "syn_inst": 25400,
        "synth.cellmix.simpleShare_pct": 17.4,
    },
    "floorplanning": {
        "fp-utilization_pct": 40.2,
        "io_pins": 101,
        "die_y_um": 688,
        "fp.dieW_um": 688,
        "rows": 251,
    },
    "run_status": {
        "tool.error": "[ERROR GRT-0116] Global routing finished with congestion. Check the congestion regions in the DRC Viewer.",
        "lastStage": "global routing",
        "status": "stopped before the end",
    },
    "clocking": {
        "numCtsBuffers": 241,
        "cts-root-buf": "clkbuf_16",
        "htree_levels": 4,
        "clk_path_buf_depth": 4,
    },
    "global_routing": {
        "grt-ovfl-total": 113000,
        "grt_pass1_vias": 286000,
        "gr-usage-all-layers_pct": 110,
        "grt_pass1_wl_um": 3280000,
        "grt_max_degree": 89,
    },
    "placed_design": {
        "dp_cells": 35400,
        "routabilityCongestion": 3.26,
        "port_buffers": 76,
        "hpwlAfterDp_um": 1870000,
    },
    "final_timing": {
        "unclocked_regs": 32,
        "untimed_endpoints": 64,
    },
}
-- metrics by stage --
step	setup TNS, ns	instance area [um^2]	hold slack, ns	worst slack, ns
2_1_floorplan	-3288.33	189000	0.0244	-1.85
3_3_place_gp	-4658.63	252000	0.166	-2.89
3_5_place_dp	-4700.19	252000	0.172	-2.93
4_1_cts	-1558.77	264000	0.0160	-1.40
-- kinds of logic after synthesis --
logic type               after synthesis
AND-OR/OR-AND                      10800
multiplexers                        2029
AND/OR/NAND/NOR                     7786
latches                               32
flip-flops                          2048
adder cells (fa/ha/maj)                3
buffers and inverters               2688
XOR/XNOR                              21
-- synth_stat cells, types with 139 or more instances --
cell type and n:
nor4_1 154, buf_2 304, nand2_1 3020, buf_1 139
nor3_1 412, mux2i_1 2016, a21oi_1 2279, o21ai_0 2148
nor2_1 3058, nand4_1 464, a22o_1 480, nand3_1 450
a222oi_1 237, dfrtp_1 2048, a22oi_1 2602, clkbuf_1 2200
o41ai_1 218, a211oi_1 2025, a221oi_1 410
-- layer usage --
| layer | overflow | track usage (%) |
|---|---|---|
| met1 | 42900 | 121 |
| met2 | 56900 | 142 |
| met3 | 6517 | 77.7 |
| met4 | 6068 | 79.4 |
| met5 | 628 | 60.9 |
-- timing repair --
action | 4_1_cts
setup buffers | 146
pin swaps | 98
hold buffers | 30
setup endpoints to repair | 2048
endpoints found under the hold margin | 2241
cloned | 20
resized | 401
