`flow/design.v`:
```
module uart (
    input clk,
    input rx,
    output tx,
    input btn,    
    output reg [5:0] led
);
parameter   DELAY_FRAME = 234;    
localparam  HALF_DELAY_WAIT =(DELAY_FRAME / 2);
localparam  RX_STATE_IDLE = 0;
localparam  RX_STATE_START_BIT = 1;
localparam  RX_STATE_READ_WAIT = 2;
localparam  RX_STATE_READ_BIT = 3;
localparam  RX_STATE_STOP = 4;
reg [3:0] rx_state = 0;
reg [12:0] rx_counter = 0;
reg [2:0] rx_bitNum = 0;
reg [7:0]  data_in = 0;
reg rx_rdy = 0;
always@(posedge clk) begin
    case(rx_state)
        RX_STATE_IDLE: begin
            if(rx==0) begin
                rx_state <= RX_STATE_START_BIT;
                rx_counter <= 1;
                rx_bitNum <= 0;
                rx_rdy <= 0;
            end
        end
        RX_STATE_START_BIT:begin
            if(rx_counter==HALF_DELAY_WAIT) begin
                rx_state <= RX_STATE_READ_WAIT;
                rx_counter <= 1;
            end
            else
            begin
                rx_counter <= rx_counter + 1;
            end
        end
        RX_STATE_READ_WAIT:begin
            rx_counter <= rx_counter + 1;
            if(rx_counter + 1 == DELAY_FRAME) begin
                rx_state <= RX_STATE_READ_BIT;
            end
        end
        RX_STATE_READ_BIT:begin
            rx_counter <= 1;
            data_in <= {rx,data_in[7:1]};   
            rx_bitNum <= rx_bitNum + 1;
            if(rx_bitNum == 3'b111)
                rx_state <= RX_STATE_STOP;
            else
                rx_state <= RX_STATE_READ_WAIT;
        end
        RX_STATE_STOP:begin
            rx_counter <= rx_counter + 1;
            if(rx_counter+1 == DELAY_FRAME)
            begin
                rx_rdy <= 1;
                rx_state <= RX_STATE_IDLE;
                rx_counter <= 0;
            end
        end
    endcase
end
always@(posedge clk)
begin
if(rx_rdy)  begin
    led <= ~data_in[5:0];
end
end
reg [3:0]  tx_state = 0;
reg [24:0] tx_counter= 0;
reg [7:0]  tx_out = 0;
reg [2:0]  tx_bitNum = 0;
reg [3:0]  tx_bytecounter = 0;
reg TC = 0;    
localparam TX_BUFF_SIZE = 5;
localparam TX_BUFF_LIMIT = 12;
reg [7:0] TX_BUFF[TX_BUFF_LIMIT-1:0];
reg tx_reg = 1;
assign tx = tx_reg;
initial begin
    TX_BUFF[0] = "H";
    TX_BUFF[1] = "e";
    TX_BUFF[2] = "l";
    TX_BUFF[3] = "l";
    TX_BUFF[4] = "o";
end
localparam TX_STATE_IDLE = 0;
localparam TX_STATE_START_BIT = 1;
localparam TX_STATE_WRITE = 2;
localparam TX_STATE_STOP = 3;
always@(posedge clk)
begin
    case(tx_state)
        TX_STATE_IDLE:
        begin
            if(btn==0)  begin
                tx_state <= TX_STATE_START_BIT;
                tx_counter <= 0;
                tx_bytecounter <= 0;
                tx_bitNum <= 0;
            end
            else
            begin
                tx_reg <= 1;
            end
            TC <= 0;
        end
        TX_STATE_START_BIT:
        begin
            tx_reg <= 0;     
            if(tx_counter + 1 == DELAY_FRAME)
            begin
                tx_state <= TX_STATE_WRITE;
                tx_out <= TX_BUFF[tx_bytecounter];
                tx_bitNum <= 0;
                tx_counter <= 0;
            end
            else begin
                tx_counter <= tx_counter + 1;
                TC <= 0;
            end
        end
        TX_STATE_WRITE: begin
            tx_reg <= tx_out[tx_bitNum];
            if(tx_counter+1==DELAY_FRAME)
            begin
                    if(tx_bitNum==3'b111)
                    begin
                        tx_bitNum <= 0;
                        tx_state <= TX_STATE_STOP;
                    end
                    else
                    begin
                            tx_bitNum <= tx_bitNum + 1;
                            tx_state <= TX_STATE_WRITE;
                    end
                    tx_counter <= 0;
            end
            else
            begin
                    tx_counter <= tx_counter + 1;
                    TC <= 0;
            end
        end
        TX_STATE_STOP:  begin
            tx_reg <= 1;
            TC <= 1;
            if(tx_counter+1==DELAY_FRAME)
            begin
                    if(tx_bytecounter== TX_BUFF_SIZE-1)
                        tx_state <= TX_STATE_IDLE;
                    else begin
                        tx_bytecounter <= tx_bytecounter + 1;
                        tx_state <= TX_STATE_START_BIT;
                    end
                    tx_counter <= 0;
            end
            else
                tx_counter <= tx_counter + 1;
        end
    endcase
end
endmodule
```
`flow/run.sh`:
```
#!/bin/bash
# OpenROAD 26Q1-2900-gdf79404cd8, Yosys 0.63+post, stock flow scripts
make -C /OpenROAD-flow-scripts/flow DESIGN_CONFIG=/design/flow/config.mk WORK_HOME=/design/flow/orfs finish
```
`flow/constraint.sdc`:
```
current_design uart

set clk_period 5.7
set clk_io_pct 0.2

create_clock -name clk0 -period $clk_period [get_ports {clk}]

set non_clock_inputs [all_inputs -no_clocks]
set_input_delay [expr $clk_period * $clk_io_pct] -clock clk0 $non_clock_inputs
set_output_delay [expr $clk_period * $clk_io_pct] -clock clk0 [all_outputs]
```
`flow/config.mk`:
```
export PLATFORM = sky130hd
export DESIGN_NAME = uart
export DESIGN_NICKNAME = uart
export VERILOG_FILES = /design/flow/design.v
export SDC_FILE = /design/flow/constraint.sdc
export NUM_CORES = 4
export LEC_CHECK = 1
export CORE_UTILIZATION = 40
```
==> metrics.csv <==
stage,metric,value,unit
run_status,outcome,completed,
job,number of logged tool warnings,34,
yosys,Main synth FF type,edfxtp_1,
cts,clock buffers created by TritonCTS,9,
route,Wirelength per Cell,13.24,microns
yosys,Synth area leader,edfxtp_1,
cts,clock tree from TritonCTS,built,
worst_setup_path,Worst Setup End Kind,flip-flop,
hold_path,worst hold-check path type,reg -> reg,
route,iteration-0 DRC count of the detailed router,111,
cells_and_area,Reg with most FFs,tx_counter,
yosys,gate count of the mapped netlist,415,
floorplan,Chip Area,0.01143,sq mm
final_timing,actual slew at the worst max-slew pin,0.8459,ns
route,DRC violations left,0,
yosys,"Async S/R FF share, synth",0,
worst_setup_path,longest individual stage delay on the worst path,0.48,ns
floorplan,vertical die size,106.9,microns
yosys,commonest cells in the netlist,"edfxtp_1 (74), nor2_1 (45), nand2_1 (31), nand3_1 (23), inv_1 (19)",
yosys,yosys stat area,0.004404,sq mm
cells_and_area,"flip-flop count of the largest register, all copies and words added",25,
final_timing,setup repair after global routing missed its margin,no,
floorplan,site row count,37,
worst_setup_path,data required time of the critical path,5.71,ns
global_route,number of antenna violations at the first check in global routing,0,
cts,CTS H-Tree Depth,3,
floorplan,Core Footprint,0.01051,sq mm
final_timing,Sum Neg Setup Slack,0,ns
floorplan,Starting Density,0.4191,
final_timing,shortest clock period the worst path allows after layout,2.980,ns
hold_path,Min-Delay Path Depth,0,
final_timing,worst hold slack,0.4251,ns
yosys,synthesized area divided by synthesized cell count,10.61,sq um
route,post-detailed-route via-to-cell ratio,5.295,
worst_setup_path,FF-to-FF path depth,8,
yosys,area fraction of the dominant cell type after synthesis,0.5045,
placement,GP Congestion,0.8299,
cells_and_area,post-layout instance area,0.004805,sq mm
worst_setup_path,crit start category,flip-flop,
pwr,power density cells,223.8,mW/mm^2
worst_setup_path,Critical Path Fanout Max,9,
worst_setup_path,critical-path cell list,"ha_1, nand4_4, nor4_4, and4_1, o21ai_2, nor4b_4, nand4_2, o22ai_1",
global_route,pin count of the biggest net entering global routing,26,
worst_setup_path,Critical Path AT,2.99,ns
route,Antenna Violating Nets Remaining,0,
route,Antenna Cells,0,
cts,Clock Latency Late Sink,0.35,ns
hold_path,worst hold start,data_in[7],
yosys,number of unique standard cell types used by synthesis,59,
global_route,overall global routing resource usage,0.1459,
cells_and_area,filler instances,909,
cells_and_area,filler-free cell count of the finished design,559,
placement,count of buffers inserted at the top-level ports,9,
yosys,share of synthesized area occupied by flip-flops and latches,0.5045,
pwr,Max VDD drop,206.8,uV
final_timing,relative slew slack,0.4340,
cells_and_area,Post-Route Utilization,0.4572,
floorplan,x dimension of the die,106.9,microns
cts,"buffers from clock root to sink, at most",2,
job,total of max-cap violations,0,
placement,"number of placed instances, taps included",543,
worst_setup_path,R2R Path End,tx_bytecounter[2],
final_timing,number of hold violations in the final report,0,
route,number of iterations in the first detailed-routing pass,5,
hold_path,Worst Hold Endpoint,data_in[6],
worst_setup_path,Slowest cell on crit path,edfxtp_1,
cells_and_area,layout-stage area growth over the synthesis result,9.091,%
worst_setup_path,critical path type,reg -> reg,
global_route,grt total ovfl,0,
global_route,number of global-route vias before repair,2696,
yosys,register bit total from synthesis,74,
final_timing,final count of pins violating max slew,0,
global_route,global-route wire length before repair,12.72,mm
final_timing,final count of negative-setup-slack endpoints,0,
route,total vias in the final route,2960,
final_timing,highest clock rate,335.5,MHz
cts,clock root buffer,clkbuf_8,
yosys,Synth warnings,1,
yosys,yosys stat cell total,415,
cts,Hold Buf Count CTS,0,
pwr,overall power,1.075,mW
final_timing,period utilization,0.5229,
cts,Post-CTS Setup Bufs,0,
final_timing,worst setup slack after layout,2.720,ns
cts,register clock-pin slew on the reported worst setup and hold paths,0.08,ns
route,Total Routed Length,7.400,mm
cts,clk sink count,74,
worst_setup_path,R2R setup slack,2.72,ns
yosys,"EDFF count, synth",74,
placement,post-DP HPWL,5.045,mm
yosys,post-synthesis instance area,0.004404,sq mm
cells_and_area,registers with the most flip-flops,"tx_counter (25), rx_counter (13), data_in (8)",
yosys,top cells by area,"edfxtp_1 (50%), ha_1 (4.8%), nor2_1 (3.8%), xnor2_1 (3.6%), xor2_1 (3.4%)",
placement,Placement Setup Slack,2.702,ns
placement,area after detailed placement,0.004597,sq mm
cts,CTS-repair resized insts,0,
yosys,most common cell in the netlist,edfxtp_1,
pwr,Pleak,1.729,nW
final_timing,clk_skew,0.005150,ns
floorplan,Boundary Pins,10,
cells_and_area,share of post-route cells with drive strength above 1,0.09220,
worst_setup_path,FF-to-FF Start,tx_counter[0],
[report_power, final]
part / total (mW) / leakage, nW / switching [mW] / internal [mW]
combinational: 0.0324 / 0.887 / 0.0167 / 0.0157
sequential: 0.617 / 0.740 / 0.0143 / 0.602
clock: 0.427 / 0.103 / 0.216 / 0.210
[metal layers]
metal  part of all wire  GRT usage  wire length (microns)
met2               0.45     0.2198                   3298
met5                  0          0                      0
met4              0.013    0.01566                     98
met3              0.036    0.03286                    264
met1               0.51     0.2374                   3738
[critical path: cells and delay by family, from the launching register on]
kind                     cells  cell delay (ns)
AND/OR/NAND/NOR              5             1.29
flip-flops                   1             0.48
AND-OR/OR-AND                2             0.47
adder cells (fa/ha/maj)      1             0.40
[cell type report]
| class | count | area (sq um) | share of cell area |
|---|---|---|---|
| flip-flops and latches | 74 | 2222 | 0.4625 |
| multi-input cells | 301 | 2013 | 0.4190 |
| well taps | 136 | 170.2 | 0.03542 |
| clock buffers | 9 | 123.9 | 0.02578 |
| repair buffers | 13 | 120.1 | 0.02500 |
| clock inverters | 7 | 83.83 | 0.01745 |
| inverters | 19 | 71.32 | 0.01484 |
[logic make-up (layout without fill, tap and decap cells)]
group	after synthesis	in the layout	share of synthesized area
other	1	1	0.0008515
XOR/XNOR	35	35	0.06960
AND-OR/OR-AND	48	48	0.07471
AND/OR/NAND/NOR	198	198	0.2554
flip-flops	74	74	0.5045
adder cells (fa/ha/maj)	17	17	0.04829
buffers and inverters	40	48	0.03920
multiplexers	2	2	0.007386
[cell usage in the layout, fill, tap and decap left out, drive strengths merged, types with 6 or more instances in the layout]
master         netlist  final
inv                 19     23
nand3               24     24
nor3                16     16
xor2                17     17
nor2                45     45
and2                 9      9
clkdlybuf4s50        0      9
o21ai                8      8
nor4                 6      6
edfxtp              74     74
xnor2               18     18
clkbuf              11      9
a21oi               13     13
ha                  17     17
or3                  8      8
nand2               31     31
nand4               14     14
and3                12     12
[how the worst max path moves through the flow]
| stage | end | slack, ns | cells past startpoint | startpoint |
|---|---|---|---|---|
| finish | tx_bytecounter[2] | 2.72 | 8 | tx_counter[0] |
| global route | tx_bytecounter[2] | 2.46 | 8 | tx_counter[0] |
| CTS | tx_bytecounter[3] | 2.70 | 8 | tx_counter[0] |
Power is estimated from default activity; no workload was simulated.
